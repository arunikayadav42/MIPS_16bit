$ cat flow/config.mk
export PLATFORM = sky130hd
export DESIGN_NAME = flopenr
export DESIGN_NICKNAME = flopenr
export VERILOG_FILES = /design/flow/design.v
export SDC_FILE = /design/flow/constraint.sdc
export NUM_CORES = 4
export LEC_CHECK = 1
export CORE_AREA = 10 10 70 70
export DIE_AREA = 0 0 80 80
$ cat flow/constraint.sdc
current_design flopenr

set clk_period 1.0
set clk_io_pct 0.2

create_clock -name clk0 -period $clk_period [get_ports {clk}]

set non_clock_inputs [all_inputs -no_clocks]
set_input_delay [expr $clk_period * $clk_io_pct] -clock clk0 $non_clock_inputs
set_output_delay [expr $clk_period * $clk_io_pct] -clock clk0 [all_outputs]
$ cat flow/design.v
`timescale 1ns / 1ps
module dmem(input         clk, we,
            input  [15:0] a, wd,
            output [15:0] rd);
  reg  [15:0] RAM[63:0];
  assign rd = RAM[a[15:1]];  
  always @(posedge clk) 
	begin
    if (we)		 
   	RAM[a[15:1]] <= wd;
    end
endmodule
module imem(input  [5 :0] a,
            output [15:0] rd);
  reg  [15:0] RAM[10:0];
	integer i;
  initial
    begin
	 	 RAM[0] = {3'd7, 3'd0, 3'd3, 7'd9};
		 RAM[2] = {3'd7, 3'd0, 3'd2, 7'd7};
		 RAM[4] = {3'd0, 3'd2, 3'd3, 3'd4, 4'd0};
		 RAM[6] = {3'd2, 13'd0};
    end
  assign rd = RAM[a];  
endmodule
module alu(input      [15:0] a, b, 
           input      [2:0]  alucont, 
           output reg [15:0] result,
           output            zero);
  always@(*)
    case(alucont)
      3'b000: result <= a + b;
      3'b001: result <= a - b;
      3'b010: result <= a & b;
      3'b011: result <= a | b;
      3'b100: begin if(a < b) result <= 16'd1;
		    else result <= 16'd0;
		end
      default: result <= a + b;
    endcase
  assign zero = (result == 16'd0) ? 1'b1: 1'b0;
endmodule
module regfile(input         clk, 
               input         we3, 
               input  [2:0]  ra1, ra2, wa3, 
               input  [15:0] wd3, 
               output [15:0] rd1, rd2);
  reg [15:0] rf[15:0];
  always @(posedge clk)
    if (we3) rf[wa3] <= wd3;	
  assign rd1 = (ra1 != 0) ? rf[ra1] : 0;
  assign rd2 = (ra2 != 0) ? rf[ra2] : 0;
endmodule
module adder(input [15:0] a, b,
             output [15:0] y);
  assign y = a + b;
endmodule
module sl2(input  [15:0] a,
           output [15:0] y);
  assign y = {a[14:0], 1'b0};
endmodule
module signext(input  [6:0] a,
               output [15:0] y);
  assign y = {{9{a[6]}}, a};
endmodule
module flopr #(parameter WIDTH = 8)
              (input                  clk, reset,
               input      [WIDTH-1:0] d, 
               output reg [WIDTH-1:0] q);
  always @(posedge clk, posedge reset)
    if (reset) q <= 0;
    else       q <= d;
endmodule
module flopenr #(parameter WIDTH = 8)
                (input                  clk, reset,
                 input                  en,
                 input      [WIDTH-1:0] d, 
                 output reg [WIDTH-1:0] q);
  always @(posedge clk, posedge reset)
    if      (reset) q <= 0;
    else if (en)    q <= d;
endmodule
module mux2 #(parameter WIDTH = 8)
             (input  [WIDTH-1:0] d0, d1, 
              input              s, 
              output [WIDTH-1:0] y);
  assign y = s ? d1 : d0; 
endmodule
module mux4 #(parameter WIDTH = 8)
             (input  [WIDTH-1:0] d0, d1, 
              input  [1:0]       s, 
              output reg [WIDTH-1:0] y);
	always @(d0 or d1 or s)
	begin 
	case(s)
		2'b00 : y <= d0;
		2'b01 : y<= d1;
		default : y<= WIDTH-1'dx;
	endcase
	end
endmodule
module mips(input         clk, reset,
            output [15:0] pc,
            input  [15:0] instr,
            output        memwrite,
            output [15:0] aluout, writedata,
            input  [15:0] readdata,
				output [7:0]  r);
  wire        [7:0] tmp;
  wire        [1:0] memtoreg, regdst;
  wire	      branch,
              pcsrc, zero,
              alusrc, regwrite, jump;
  wire [2:0]  alucontrol;
  assign r = aluout[7:0];
  controller c(instr[15:13], instr[3:0], zero,
                memtoreg[1:0], memwrite, pcsrc,
               alusrc,  regdst[1:0], regwrite, jump,
               alucontrol);
  datapath dp(clk, reset,  memtoreg[1:0], pcsrc,
              alusrc,  regdst[1:0], regwrite, jump,
              alucontrol,
              zero, pc, instr,
              aluout, writedata, readdata);
endmodule
module controller(input  [2:0] op, 
                  input  [3:0] funct,
                  input        zero,
                  output [1:0] memtoreg, 
                  output       memwrite,
                  output       pcsrc, alusrc,
                  output [1:0] regdst, 
         	  output       regwrite,
                  output       jump,
                  output [2:0] alucontrol);
  wire [1:0] aluop;
  wire       branch;
  maindec md(op,  memtoreg[1:0], memwrite, branch,
             alusrc,  regdst[1:0], regwrite, jump,
             aluop);
  aludec  ad(funct, aluop, alucontrol);
  assign pcsrc = branch & zero;
endmodule
module maindec(input  [2:0] op,
               output [1:0] memtoreg, 
      	       output	    memwrite,
               output       branch, alusrc,
               output [1:0] regdst, 	
	       output       regwrite,
               output       jump,
               output [1:0] aluop);
  reg [10:0] controls;
  assign {regwrite, regdst[1:0], alusrc,
          branch, memwrite,
          memtoreg[1:0] , jump, aluop} = controls;
  always @(*)
    case(op)
      3'b000: controls <= 11'b10100000000;  
      3'b100: controls <= 11'b10010001011;  
      3'b101: controls <= 11'b00010100011;  
      3'b111: controls <= 11'b10010000011;  
      3'b110: controls <= 11'b00001000001;  
      3'b010: controls <= 11'b00000000100;  
      3'b011: controls <= 11'b11000010100;  
      3'b001: controls <= 11'b10010000010;  
      default:controls <= 11'bxxxxxxxxxxx;  
    endcase
endmodule
module aludec(input      [3:0] funct,
              input      [1:0] aluop,
              output reg [2:0] alucontrol);
  always @(*)
    case(aluop)
      2'b11: alucontrol <= 3'b000;   
      2'b01: alucontrol <= 3'b001;   
      2'b10: alucontrol <= 3'b100;   
      default: case(funct)           
          4'b0000: alucontrol <= 3'b000;  
          4'b0001: alucontrol <= 3'b001;  
          4'b0010: alucontrol <= 3'b010;  
          4'b0011: alucontrol <= 3'b011;  
          4'b0100: alucontrol <= 3'b100;  
          default:   alucontrol <= 3'bxxx;  
        endcase
    endcase
endmodule
module datapath(input         clk, reset,
                input         [1:0] memtoreg, 
                input	      pcsrc,
                input         alusrc, 
                input   [1:0] regdst,
                input         regwrite, jump,
                input  [2:0]  alucontrol,
                output        zero,
                output [15:0] pc,
                input  [15:0] instr,
                output [15:0] aluout, writedata,
                input  [15:0] readdata);
  wire [2:0]  writereg;
  wire [15:0] pcnext, pcnextbr, pcplus2, pcbranch;
  wire [15:0] signimm, signimmsh;
  wire [15:0] srca, srcb;
  wire [15:0] result;
  flopr #(16) pcreg(clk, reset, pcnext, pc);
  adder       pcadd1(pc, 16'b10, pcplus2);
  sl2         immsh(signimm, signimmsh);
  adder       pcadd2(pcplus2, signimmsh, pcbranch);
  mux2 #(16)  pcbrmux(pcplus2, pcbranch, pcsrc,
                      pcnextbr);
  mux2 #(16)  pcmux(pcnextbr, {pcplus2[15:14], 
                    instr[12:0], 1'b0}, 
                    jump, pcnext);
  regfile     rf(clk, regwrite, instr[12:10],
                 instr[9:7], writereg,
                 result, srca, writedata);
  mux4 #(3)   wrmux(instr[9:7], instr[6:4], 
                     regdst[1:0], writereg);
  mux4 #(16)  resmux(aluout, readdata,
                     memtoreg[1:0], result);
  signext     se(instr[6:0], signimm);
  mux2 #(16)  srcbmux(writedata, signimm, alusrc,
                      srcb);
  alu         alu(srca, srcb, alucontrol,
                  aluout, zero);
endmodule
module rategen(
 input clk,rst,
 output cy
 );
reg [31:0] Q;
always @(posedge clk)
begin
 if (rst | cy)
 Q <= 0;
 else
 Q <= Q + 1;
end
assign cy = (Q == 100000000);
endmodule 
module top(input         clk, reset, 
           output [15:0] writedata, dataadr, 
           output        memwrite,
	        output [7:0]  r);
  rategen rg(clk, reset, cy);
  wire [15:0] pc, instr, readdata;
  mips mips(cy, reset, pc, instr, memwrite, dataadr, writedata, readdata, r);
  imem imem(pc[6:1], instr);
  dmem dmem(cy, memwrite, dataadr, writedata, readdata);
endmodule
$ cat flow/run.sh
#!/bin/bash
# OpenROAD 26Q1-2900-gdf79404cd8, Yosys 0.63+post, stock flow scripts
make -C /OpenROAD-flow-scripts/flow DESIGN_CONFIG=/design/flow/config.mk WORK_HOME=/design/flow/orfs finish
==> results.sh <==
# implementation run metrics
export IMPL_antenna_violating_nets_post_route=0
export IMPL_endpoint_kind="primary output"
export IMPL_cp_delay_by_family_top="flip-flops"
export IMPL_max_flop_register="q"
export IMPL_timing_reg2reg_setup_slack_ns=0.13
export IMPL_crit_buf_inv=1
export IMPL_cpMaxStageDelayCell="dfrtp_1"
export IMPL_grt_max_degree=9
export IMPL_leakage_uw=0.000280
export IMPL_antenna_found_initial=0
export IMPL_synth_cells=18
export IMPL_h_tree_depth=1
export IMPL_period_needed_ns=0.939
export IMPL_status="finished clean"
export IMPL_grt_pass1_wl_mm=1.44
export IMPL_port_buffers=18
export IMPL_setup_repair_after_global_routing_missed_its_margin="no"
export IMPL_fmax_ghz=1.06
export IMPL_ys_warn_count=1
export IMPL_layout_setup_ws_ns=0.0610
export IMPL_cp_arrival_ns=0.74
export IMPL_timing_critical_path_fanout_max=2
export IMPL_ir_worst_vdd_uv=195
export IMPL_num_rows=21
export IMPL_drt_pass1_iterations=2
export IMPL_chipWidth_um=80
export IMPL_lay_top_cells="clkdlybuf4s50_1 (9), mux2_4 (8), dfrtp_1 (8)"
export IMPL_groute_usage_overall=0.0284
export IMPL_critical_path_max_stage_delay_ns=0.38
export IMPL_timing_critical_path_required_ns=0.80
export IMPL_clock_tree_sinks=8
export IMPL_dpl_instance_area_um2=597
export IMPL_max_cap_violations=0
export IMPL_drt_initial_drc_count=17
export IMPL_tritoncts="built"
export IMPL_cp_cell_sequence="buf_2"
export IMPL_initial_util=0.0982
export IMPL_synth_seq_cells=8
export IMPL_path_clk_slew_ns=0.05
export IMPL_ctsLongestPathBuffers=2
export IMPL_largest_registers="q (8)"
export IMPL_layout_cells_most_common="clkdlybuf4s50_1"
export IMPL_hold_viol=0
export IMPL_route_final_wire_length_um=864
export IMPL_standard_cell_core_area_mm2=0.00342
export IMPL_clock_latency_ns=0.24
export IMPL_final_setup_viol_count=0
export IMPL_period_used=0.939
export IMPL_crit_type="register to primary output"
export IMPL_synth_seq_area_share=0.597
export IMPL_tightest_slew_ns=0.291
export IMPL_synth_area_yosys_um2=335
export IMPL_die_area_mm2=0.00640
export IMPL_post_place_ws_ns=-0.273
export IMPL_numCtsBuffers=3
export IMPL_worstSetupStartpointType="register"
export IMPL_area_growth_from_synthesis_to_final_layout_pct=76.9
export IMPL_io_pins=19
export IMPL_number_of_cells_in_yosys_stat=18
export IMPL_powerDensity_mw_per_mm2=1300
export IMPL_detail_route_vias_per_cell=2.51
export IMPL_grt_ovf=0
export IMPL_drc_errors=0
export IMPL_largest_register_ff_count=8
export IMPL_timing_clock_skew_ns=0
export IMPL_dp_final_hpwl_um=733
export IMPL_diodes=0
export IMPL_routed_wire_length_per_instance_um=9.71
export IMPL_openroad_warnings=26
export IMPL_post_layout_instance_area_um2=593
export IMPL_synth_cell_type_count=4
export IMPL_synth_avg_cell_area_um2=18.6
export IMPL_slew_headroom=0.806
export IMPL_synthesis_area_um2=335
export IMPL_first_global_vias=297
export IMPL_share_of_cells_above_drive_strength_1=0.558
export IMPL_chipHeight_um=80
export IMPL_routabilityCongestion=0.708
export IMPL_cts_root_buffer_cell="clkbuf_4"
export IMPL_slew_violations=0
export IMPL_dr_total_vias=223
export IMPL_hold_class="input pin to async pin"
timing repair:
| item | CTS | global route |
|---|---|---|
| resized | 23 | 2 |
| hold buffers | 0 | 0 |
| endpoints found under the setup margin | 16 | 3 |
| pin swaps | 0 | 0 |
| buffers inserted | 3 | 0 |
synthesized netlist by cell type, drive strengths merged:
library cell	n	share of area
buf	1	0.034
inv	1	0.011
mux2	8	0.36
dfrtp	8	0.60
worst reg2reg max path: stages (launching register included):
cell     delay [ns]
dfrtp_1        0.38
buf_4          0.13
mux2_4         0.25
path summary, 6_finish.rpt:
check,start,cells after the start,endpoint
worst max register to register,q[0],2,q[0]
worst max-delay path,q[7],1,q[7]
min in group clk0,en,3,q[1]
max in group asynchronous,reset,2,q[0]
worst min-delay path,reset,2,q[4]
worst min register to register,q[6],1,q[6]
power by group:
part	leakage, µW	switching, µW	total, µW	internal, µW
sequential	0.0000935	16.8	374	357
combinational	0.000172	38.6	165	127
clock	0.0000138	92.7	229	136
final cells by class:
type,instances,area (µm²)
Timing Repair Buffer,23,189
Inverter,1,3.75
Fill cell,384,2820
Multi-Input combinational cell,8,120
Tap cell,46,57.6
Clock buffer,3,22.5
Sequential cell,8,200
stage by stage:
step           instances  setup TNS [ns]  hold slack [ns]  total power, µW  utilization
2_1_floorplan         18               0           0.0157              436            -
3_3_place_gp          84           -2.21            0.465              569        0.175
3_5_place_dp          84           -2.22            0.474              571        0.175
4_1_cts               90         -0.0374            0.211              800        0.179
5_1_grt               89               0            0.259              824        0.174
6_report              89               0            0.212              768        0.174
cells by family after synthesis:
logic type,Yosys count,share of synthesized area
DFF,8,0.597
muxes,8,0.358
buffers and inverters,2,0.0448
layer usage:
layer	vias to the layer above	global-route usage	routed length [µm]
met5	-	0	0
met3	2	0.0148	58
li1	112	-	-
met4	0	0.0158	41
met1	98	0.0290	348
met2	11	0.0457	416
Power and IR drop assume default switching activity.
